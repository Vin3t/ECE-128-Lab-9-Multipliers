**flow/run.sh**
```bash
#!/bin/bash
# OpenROAD 26Q1-2900-gdf79404cd8, Yosys 0.63+post, stock flow scripts
make -C /OpenROAD-flow-scripts/flow DESIGN_CONFIG=/design/flow/config.mk WORK_HOME=/design/flow/orfs finish
```
**flow/config.mk**
```make
export PLATFORM = sky130hd
export DESIGN_NAME = Seq_Multi
export DESIGN_NICKNAME = Seq_Multi
export VERILOG_FILES = /design/flow/design.v
export SDC_FILE = /design/flow/constraint.sdc
export NUM_CORES = 4
export LEC_CHECK = 1
export CORE_UTILIZATION = 30
```
**flow/constraint.sdc**
```tcl
current_design Seq_Multi

set clk_period 3.8
set clk_io_pct 0.2

create_clock -name clk0 -period $clk_period [get_ports {clk}]

set non_clock_inputs [all_inputs -no_clocks]
set_input_delay [expr $clk_period * $clk_io_pct] -clock clk0 $non_clock_inputs
set_output_delay [expr $clk_period * $clk_io_pct] -clock clk0 [all_outputs]
```
**flow/design.v**
```verilog
`timescale 1ns / 1ps
module Seq_Multi(
    input clk,
    input [3:0] a,
    input [3:0] b,
    output reg [7:0] p
);
    reg [1:0] PS, NS;
    parameter S0_IDLE = 2'b00, S1_MUL  = 2'b01, S2_NEXT = 2'b10, S3_DONE = 2'b11;
    reg [7:0] partial_product, next_partial;
    reg [7:0] multiplicand, next_multiplicand;
    reg [3:0] operand_bb, next_operand_bb;
    reg [2:0] shift_count, next_shift_count;
    initial begin
        PS = S0_IDLE;
        partial_product = 0;
        multiplicand = 0;
        operand_bb = 0;
        shift_count = 0;
        p = 0;
    end
    always @(posedge clk) begin
        PS <= NS;
        partial_product <= next_partial;
        multiplicand <= next_multiplicand;
        operand_bb <= next_operand_bb;
        shift_count <= next_shift_count;
        if (PS == S3_DONE)
            p <= partial_product;
    end
    always @(*) begin
        NS = PS;
        next_partial = partial_product;
        next_multiplicand = multiplicand;
        next_operand_bb = operand_bb;
        next_shift_count = shift_count;
        case (PS)
            S0_IDLE: begin
                next_partial = 0;
                next_shift_count = 0;
                next_multiplicand = {4'b0000, a};
                next_operand_bb = b;
                NS = S1_MUL;
            end
            S1_MUL: begin
                if (shift_count < 4) begin
                    if (operand_bb[0])
                        next_partial = partial_product + multiplicand;
                    next_operand_bb   = operand_bb >> 1;
                    next_multiplicand = multiplicand << 1;
                    next_shift_count  = shift_count + 1;
                    NS = S2_NEXT;
                end
            end
            S2_NEXT: begin
                if (shift_count == 4)
                    NS = S3_DONE;
                else
                    NS = S1_MUL;
            end
            S3_DONE: begin
                NS = S0_IDLE; 
            end
        endcase
    end
endmodule
```
==> metrics.sh <==
STATUS='completed'
NUMBER_OF_BUFFERS_ON_THE_LONGEST_CLOCK_PATH=2
DRV.MAX_CAP_VIOLATION_COUNT=0
WL_PER_CELL_UM=12.1
CRITICAL_PATH_REQUIRED_NS=3.80
NUM_VIAS=1015
IO-PIN-COUNT=17
DRIVE_GT1_SHARE_PCT=6.12
HPWL_UM=1780
CLOCK-SINKS=33
SETUP.WORST_PATH.END_CLASS='flop'
SYN-CELL-AREA_SQ_UM=1580
WORST-SLEW-PIN-TRANSITION_NS=0.753
WHS_NS=0.458
FINAL_HOLD_VIOLATION_TALLY=0
ANTENNA_LEFT=0
GRT_FIRST_PASS_WIRELENGTH_UM=4400
DESIGN_POWER_TOTAL_mW=0.640
MIN_PERIOD_NS=1.91
SKEW_NS=0.00355
POST-CTS-SETUP-BUFFERS=0
AREA_DELTA_SYNTH_FINAL_PCT=19.7
FLOP_AREA_SQ_UM=991
GRT_ANTENNA_BEFORE_REPAIR=0
WORST_SLEW_MARGIN_REL_PCT=49.8
CP_DATA_ARRIVAL_TIME_NS=1.90
GRT_MAX_DEGREE=20
TIMING.CRITICAL_PATH.FROM_TYPE='flop'
YOSYS-TOP-CELLS-AREA='sky130_fd_sc_hd__edfxtp_1 63%, sky130_fd_sc_hd__ha_1 7.1%, sky130_fd_sc_hd__nand2_1 4.3%, sky130_fd_sc_hd__and2_1 3.6%, sky130_fd_sc_hd__a21oi_1 1.9%'
POST_SYNTH.CELL_AREA_AVG_SQ_UM=12.7
SYNTH.TOP_CELL.AREA_SHARE_PCT=62.6
DETAIL_ROUTE.ANTENNA_DIODES=0
FINAL_COMMON_CELL='sky130_fd_sc_hd__edfxtp_1'
GLOBAL_ROUTING_USAGE_SUMMED_ACROSS_ALL_ROUTING_LAYERS_PCT=11.1
PRE_PLACE_UTIL_PCT=31.0
GLOBALPLACE.CONGESTION=0.893
SYNTH.YOSYS.CHIP_AREA_SQ_UM=1580
DRT-INITIAL-DRC-COUNT=41
DIE_H_UM=74.7
POSTSYNTHCELLCOUNT=125
VIAS_PER_CELL=4.68
YOSYSCELLCOUNT=125
SYNTHDISTINCTLIBCELLS=29
NUMBER_OF_STANDARD_CELL_ROWS_IN_THE_FLOORPLAN=26
SEQ_AREA_FRAC_SYNTH_PCT=62.6
SYNTH.LARGEST_AREA_CELL='sky130_fd_sc_hd__edfxtp_1'
VDD_IR_DROP_MAX_V=0.000211
CLKLATENCYLATEPIN_NS=0.28
CTS_MAX_LEVEL=2
POST-ROUTE-PERIOD-UTIL_PCT=50.1
PLACED_CELLS=210
SETUP_TNS_NS=0
POST_CTS_RESIZE_COUNT=0
STATIC-LEAKAGE-POWER_nW=0.657
CTS-HOLD-FIX-BUFFERS=0
POST-ROUTE-DRC-COUNT=0
SETUP.WORST_PATH.CLASS='flop to flop'
NFILLCELLS=478
MULTI_INPUT_COMB_AREA_SQ_UM=536
AREA_INSIDE_THE_CORE_BOUNDARY_SQ_UM=5110
REPORT.FINAL.SETUP_VIOL=0
DIE_W_UM=74.7
DR.PASS1.ITERS=4
RSZ0062_AT_GRT='no'
PLACE.PORT_BUFFERS=16
FMAX_MHz=525
CHIP_AREA_SQ_UM=5570
GRT-OVFL-TOTAL=0
LAY_TOP_CELLS='33 x sky130_fd_sc_hd__edfxtp_1, 18 x sky130_fd_sc_hd__nand2_1, 16 x sky130_fd_sc_hd__clkdlybuf4s50_1, 9 x sky130_fd_sc_hd__and2_1, 9 x sky130_fd_sc_hd__ha_1'
YOSYSWARNINGCOUNT=1
SEQ_CELLS_POST_SYNTH=33
FINAL_CELL_COUNT_NO_FILL=217
STAGE_LOG_WARNINGS=26
TRITONCTS_CLOCK_TREE='done'
HOLD_PATH.CLASS='flop to flop'
MASTER_CELL_OF_THE_CLOCK_ROOT_BUFFER='sky130_fd_sc_hd__clkbuf_8'
CTS_INSERTED_BUFFERS=5
FIRST_GLOBAL_VIAS=956
SLEW_VIOL_FINAL=0
TIMING.CRITICAL_PATH.FANOUT_MAX=3
FINALWIRELENGTH_UM=2620
FINALCOREUTILIZATION_PCT=37.1
WORST_SETUP_HOLD_PATH_CLK_SLEW_NS=0.06
POWER_DENSITY_nW_PER_UM2=337
## final timing paths
kind | startpoint | endpoint | slack (ns) | cells after the start
max | multiplicand[0] | partial_product[4] | 1.89 | 7
max reg2reg | multiplicand[0] | partial_product[4] | 1.89 | 7
min | partial_product[0] | p[0] | 0.46 | 0
min reg2reg | partial_product[0] | p[0] | 0.46 | 0
## where the power goes
| part | internal, mW | total, mW | leakage, nW | switching, mW |
|---|---|---|---|---|
| clock network | 0.123 | 0.237 | 0.0387 | 0.114 |
| logic | 0.00715 | 0.00815 | 0.353 | 0.000999 |
| registers | 0.394 | 0.394 | 0.265 | 0 |
| total | 0.524 | 0.640 | 0.657 | 0.115 |
## metal layers
metal	vias to the layer above	global-route usage [%]	wire (um)
met2	38	15.9	1210
met4	0	1.47	30
met5	-	0	0
met3	5	4.88	223
li1	490	-	-
met1	482	17.1	1160
## cell families (layout without fill, tap and decap cells)
group	after synthesis	after routing	synth area share, %
multiplexers	1	1	0.632
AND-OR/OR-AND	21	21	9.24
AND/OR/NAND/NOR	47	47	14.5
adder cells (fa/ha/maj)	10	10	8.37
buffers and inverters	11	33	3.63
XOR/XNOR	2	2	1.11
flip-flops	33	33	62.6
## registers in the layout, summed over array words and instances, names as in the netlist
signal	flops
multiplicand	8
partial_product	8
p	8
shift_count	3
PS	2
operand_bb	4
## critical path, stage by stage (launching register included)
cell and delay [ns]:
sky130_fd_sc_hd__edfxtp_1 0.35, sky130_fd_sc_hd__ha_1 0.23, sky130_fd_sc_hd__inv_1 0.08, sky130_fd_sc_hd__fa_1 0.38, sky130_fd_sc_hd__nor2b_1 0.27, sky130_fd_sc_hd__o21a_1 0.17, sky130_fd_sc_hd__o21a_1 0.11, sky130_fd_sc_hd__nor3_1 0.04
## area by class of cell
class	count	share of cell area, %
Clock inverter	1	0.198
Tap cell	70	4.62
Inverter	8	1.58
Sequential cell	33	52.3
Timing Repair Buffer	18	9.24
Clock buffer	6	3.83
Multi-Input combinational cell	81	28.3
## synthesized netlist by cell type (all sizes together)
| cell type | n |
|---|---|
| a211oi | 2 |
| a21o | 1 |
| a21oi | 6 |
| a311o | 1 |
| and2 | 9 |
| buf | 3 |
| edfxtp | 33 |
| fa | 1 |
| ha | 9 |
| inv | 8 |
| mux2i | 1 |
| nand2 | 18 |
| nand2b | 1 |
| nand3 | 3 |
| nand4 | 1 |
| nor2 | 5 |
| nor2b | 3 |
| nor3 | 4 |
| nor3b | 1 |
| o211a | 1 |
| o21a | 3 |
| o21ai | 4 |
| o21bai | 1 |
| o31ai | 2 |
| or3 | 2 |
| xnor2 | 2 |
## per-stage QoR
stage	worst slack (ns)	instance area [sq um]
after floorplan	1.81	1580
after global placement	1.98	1820
after detailed placement	1.89	1820
after CTS	1.89	1900
after global routing	1.72	1900
final	1.89	1900
No activity file was given, so power comes from the tool's default toggle rates.
