===== flow/config.mk =====
export PLATFORM = sky130hd
export DESIGN_NAME = Comb_Multi
export DESIGN_NICKNAME = Comb_Multi
export VERILOG_FILES = /design/flow/design.v
export SDC_FILE = /design/flow/constraint.sdc
export NUM_CORES = 4
export LEC_CHECK = 1
export CORE_AREA = 10 10 70 70
export DIE_AREA = 0 0 80 80

===== flow/constraint.sdc =====
current_design Comb_Multi

set clk_period 3.4
set clk_io_pct 0.2

create_clock -name clk0 -period $clk_period

set non_clock_inputs [all_inputs -no_clocks]
set_input_delay [expr $clk_period * $clk_io_pct] -clock clk0 $non_clock_inputs
set_output_delay [expr $clk_period * $clk_io_pct] -clock clk0 [all_outputs]

===== flow/design.v =====
`timescale 1ns / 1ps
module Comb_Multi(a,b,p);
    input [3:0] a,b;
    wire [3:0]m0;
    wire [4:0]m1;
    wire [5:0]m2;
    wire [6:0]m3;
    wire [7:0] s1,s2,s3;
    output [7:0] p;
assign m0 =  (a & {4{b[0]}});         
    assign m1 = ((a & {4{b[1]}}) << 1);   
    assign m2 = ((a & {4{b[2]}}) << 2);   
    assign m3 = ((a & {4{b[3]}}) << 3);   
    assign s1 = m0 + m1;
    assign s2 = s1 + m2;
    assign s3 = s2 + m3;
    assign p = s3;
endmodule

===== flow/run.sh =====
#!/bin/bash
# OpenROAD 26Q1-2900-gdf79404cd8, Yosys 0.63+post, stock flow scripts
make -C /OpenROAD-flow-scripts/flow DESIGN_CONFIG=/design/flow/config.mk WORK_HOME=/design/flow/orfs finish

==> flow_summary.ini <==
; generated from flow reports
[outcome]
outcome = complete, but fails checks
violations = setup timing

[synthesis]
ys_cells = 42
ys_top_cells_by_area = ha_1, fa_1, and2_1
syn_inst = 42
most_common_cell = and2_1
yosysSeqAreaShare = 0
common_cells = and2_1, ha_1, fa_1
synth_area_um2 = 385.4
netlist.area_leader.share = 0.3247
yosysTopAreaCell = ha_1
ys_warn_count = 0
syn_area_per_cell_um2 = 9.175
yosys.cell_types.count = 10
ys_area_um2 = 385.4

[sta]
slew_violations = 0
slew_headroom = 0.9052
worst_slew_pin_slew_ns = 0.1422
setup_viol = 4
hold_violations = 0
postLayoutSetupSlackWorst_ns = -0.3571
timing.hold.ws_ns = 1.936
min_period_ns = 3.757
fmax_ghz = 0.2662
grt_setup_unrepaired = true
period_used_share = 1.105

[job]
drv_cap = 0
tool_warnings = 35

[worst_setup_path]
worstPathRequired_ns = 2.72
crit_chain = buf_8 -> and2_4 -> fa_1 -> inv_2 -> fa_1 -> inv_2 -> ha_4 -> fa_2 -> a21o_1 -> a21oi_2 -> xnor2_1 -> buf_2
cp_top_family = adder cells
worstSetupPathType = in -> out
critPathCapture = p[7]
end_kind = output port
critPathMaxFanout = 4
critPathLaunch = a[2]
critPathLaunchType = input pin
path_buffers = 4
critical-path-max-stage-delay_ns = 0.54
critPathSlowestCell = fa_1
cp.depth = 12
worstPathArrival_ns = 3.08

[place]
dp.cells = 110
dpl-instance-area_um2 = 655.6
portBuffers = 16
dp_slack_ns = -1.191
dp_hpwl_um = 870.9
gp_congestion = 0.7738

[floorplan]
fp_util = 0.1128
die_area_um2 = 6400
die_w_um = 80
core_um2 = 3416
pin_count = 16
num_rows = 21
fp.dieH_um = 80

[global_routing]
grt_pass1_wl_um = 1662
grt.overflow.total = 0
grt_max_degree = 5
grt_antenna_before_repair = 0
grtUsageTotal = 0.03067
grt_pass1_vias = 362

[detailed_routing]
wl_per_cell_um = 8.857
first_pass_iters = 2
route.detailed.drc = 0
wl_um = 992
vias = 359
diodes = 0
via_per_inst = 3.205
final_antenna_net_count = 0
drt_iter0_markers = 16

[cells_and_area]
final_cell_area_um2 = 673.1
n_fill_cell = 398
seqCellArea_um2 = 0
final_cells = 112
flops = 0
clkbuf_count = 0
drive_above_1_share = 0.4394
areaGrowthSynthToFinish_pct = 74.68
combGateArea_um2 = 411.6

[power]
switching_share = 0.3858
p_clk_frac = 0
power.leakage_nw = 0.3496
irDropWorstVdd_uv = 43.06
p_per_area_nw_per_um2 = 155.8
internal_power_mw = 0.06440
pwr-share-seq = 0
pwr-share-comb = 1.000
p_sw_mw = 0.04045

[min_path]
min_path_type = in -> out

[clock_tree]
cts.hold.buffers_added = 0
[stage by stage]
| step | setup TNS (ns) | total power [mW] | utilization |
|---|---|---|---|
| 6_report | -0.8735 | 0.1048 | 0.1971 |
| 5_1_grt | -1.233 | 0.1221 | 0.1971 |
| 4_1_cts | -0.9434 | 0.1075 | 0.1938 |
| 3_5_place_dp | -4.504 | 0.1098 | 0.1919 |
| 3_3_place_gp | -4.379 | 0.1093 | 0.1919 |
| 2_1_floorplan | -0.07959 | 0.03952 | - |
[cell type report]
cell class,instances,area share
tap,46,0.08550
inverter,4,0.02230
timing repair buffer,24,0.2807
multi-input combinational,38,0.6115
[per-layer routing]
| metal | track usage | share of wire | vias up |
|---|---|---|---|
| met5 | 0 | 0 | - |
| met4 | 0 | 0 | 0 |
| met3 | 0.01591 | 0.14 | 0 |
| met2 | 0.03371 | 0.30 | 13 |
| met1 | 0.05101 | 0.56 | 162 |
| li1 | - | - | 184 |
[kinds of logic after synthesis]
| group | share of synthesized area |
|---|---|
| AND-OR/OR-AND | 0.07466 |
| XOR/XNOR | 0.06819 |
| adder cells (fa/ha/maj) | 0.5844 |
| buffers and inverters | 0.03895 |
| AND/OR/NAND/NOR | 0.2337 |
[placed cells by master, fill, tap and decap left out]
cell type and count:
a21o_1 2, a21oi_2 2, and2_1 9, and2_4 3, buf_2 7, buf_4 8, buf_6 2, buf_8 1
clkdlybuf4s50_1 3, dlygate4sd2_1 3, fa_1 3, fa_2 2, ha_1 8, ha_4 2, inv_1 2, inv_2 2
nand2_1 4, xnor2_1 2, xor2_1 1
[power by group through the flow]
stage         logic (mW)  clock network [mW]  registers [mW]
CTS                0.107                   0               0
global route       0.122                   0               0
finish             0.105                   0               0
[what timing repair did]
| action | CTS | global route |
|---|---|---|
| setup buffers | 1 | 2 |
| endpoints found under the setup margin | 5 | 4 |
| gates resized | 52 | 3 |
| pin swaps | 13 | 9 |
[how the worst min path moves through the flow]
stage	startpoint	end	slack, ns	depth (start not counted)
final	a[3]	p[7]	1.94	5
after global routing	a[3]	p[7]	2.00	5
after CTS	a[3]	p[7]	1.93	5
[worst min-delay path: stages]
cell,delay [ns]
buf_2,0.11
and2_1,0.13
ha_1,0.16
xnor2_1,0.07
buf_2,0.11
Power is estimated from default activity; no workload was simulated.
